==> flow/design.v <==
module regfile (
    input  wire        clk,
    input  wire        rst_n,
    input  wire [ 4:0] rs1_addr,
    output reg  [31:0] rs1_data,
    input  wire [ 4:0] rs2_addr,
    output reg  [31:0] rs2_data,
    input  wire        reg_write,    
    input  wire [ 4:0] rd_addr,      
    input  wire [31:0] rd_data       
);
    reg [31:0] regs [31:0];
    integer i;
    always @(*) begin
        rs1_data = (rs1_addr == 5'b0) ? 32'b0 : regs[rs1_addr];
        rs2_data = (rs2_addr == 5'b0) ? 32'b0 : regs[rs2_addr];
    end
    always @(posedge clk or negedge rst_n) begin
        if (!rst_n) begin
            for (i = 0; i < 32; i = i + 1) begin
                regs[i] <= 32'b0;
            end
        end else if (reg_write && rd_addr != 5'b0) begin
            regs[rd_addr] <= rd_data;
        end
    end
endmodule 
==> flow/run.sh <==
#!/bin/bash
# OpenROAD 26Q1-2900-gdf79404cd8, Yosys 0.63+post, stock flow scripts
make -C /OpenROAD-flow-scripts/flow DESIGN_CONFIG=/design/flow/config.mk WORK_HOME=/design/flow/orfs finish
==> flow/config.mk <==
export PLATFORM = sky130hd
export DESIGN_NAME = regfile
export DESIGN_NICKNAME = regfile
export VERILOG_FILES = /design/flow/design.v
export SDC_FILE = /design/flow/constraint.sdc
export NUM_CORES = 4
export LEC_CHECK = 1
export CORE_UTILIZATION = 40
==> flow/constraint.sdc <==
current_design regfile

set clk_period 8.1
set clk_io_pct 0.2

create_clock -name clk0 -period $clk_period [get_ports {clk}]

set non_clock_inputs [all_inputs -no_clocks]
set_input_delay [expr $clk_period * $clk_io_pct] -clock clk0 $non_clock_inputs
set_output_delay [expr $clk_period * $clk_io_pct] -clock clk0 [all_outputs]
==> node_exporter_impl.prom <==
# HELP chip_impl_metric Synthesis and place-and-route metrics
# TYPE chip_impl_metric gauge
chip_impl_metric{name="numCtsBuffers",unit=""} 109
chip_impl_metric{name="io-pin-count",unit=""} 114
chip_impl_metric{name="post_drt_via_cell_ratio",unit=""} 7.18
chip_impl_metric{name="cts_max_path_buffers",unit=""} 3
chip_impl_metric{name="setup-violations-final",unit=""} 0
chip_impl_metric{name="syn-mean-instance-area",unit="µm²"} 10.6
chip_impl_metric{name="flops_out_of_synthesis",unit=""} 992
chip_impl_metric{name="grt-ovfl-total",unit=""} 0
chip_impl_metric{name="route.detailed.drc",unit=""} 0
chip_impl_metric{name="yosys-stat-cells",unit=""} 4998
chip_impl_metric{name="async_reset_ff_share",unit="%"} 100
chip_impl_metric{name="post-route-cell-area",unit="µm²"} 60100
chip_impl_metric{name="finalWorstPathRequiredPeriod",unit="ns"} 7.23
chip_impl_metric{name="setup_tns",unit="ns"} 0
chip_impl_metric{name="maxClockFrequency",unit="MHz"} 138
chip_impl_metric{name="total_power_divided_by_cell_area",unit="nW/µm²"} 240
chip_impl_metric{name="power_leakage",unit="nW"} 25.6
chip_impl_metric{name="finalWeightedCongestion",unit=""} 1.04
chip_impl_metric{name="netlist_area",unit="µm²"} 53000
chip_impl_metric{name="ir_drop",unit="µV"} 178
chip_impl_metric{name="largest_register_ff_count",unit=""} 992
chip_impl_metric{name="clk_network_pwr_share",unit="%"} 37.5
chip_impl_metric{name="routed_wire_length_per_instance",unit="µm"} 38.7
chip_impl_info{name="cts_tree",value="done"} 1
chip_impl_metric{name="io_buffers",unit=""} 113
chip_impl_metric{name="placed_area",unit="µm²"} 56200
chip_impl_metric{name="grt_use_total",unit="%"} 39.7
chip_impl_info{name="end_kind",value="output port"} 1
chip_impl_metric{name="openroad_warnings",unit=""} 52
chip_impl_metric{name="post_cts_resize_count",unit=""} 0
chip_impl_metric{name="timing.critical_path.fanout_max",unit=""} 24
chip_impl_info{name="registers.top_by_ff_count",value="regs"} 1
chip_impl_info{name="timing.critical_path.from_type",value="primary input"} 1
chip_impl_metric{name="hpwlAfterDp",unit="µm"} 153000
chip_impl_metric{name="post_route_cells_drive_above_1_share",unit="%"} 30.6
chip_impl_metric{name="power.switching",unit="W"} 0.00424
chip_impl_metric{name="die_width",unit="µm"} 366
chip_impl_metric{name="timing.max_slew.rel_slack",unit="%"} 31.1
chip_impl_metric{name="finalCoreUtilization",unit="%"} 45.7
chip_impl_metric{name="grt_pass1_vias",unit=""} 46904
chip_impl_metric{name="synth.distinct_cells",unit=""} 74
chip_impl_metric{name="cts.repair_timing.setup_buffer_count",unit=""} 0
chip_impl_info{name="final_layout_top_logic_cells",value="nand3_1, mux2_2, dfrtp_1, nand4_1, buf_4"} 1
chip_impl_metric{name="post_synth_tally_of_flip_flops_with_integrated_enable",unit=""} 0
chip_impl_metric{name="clock_sink_count",unit=""} 992
chip_impl_metric{name="path_clk_slew",unit="ns"} 0.06
chip_impl_metric{name="ant_nets",unit=""} 0
chip_impl_metric{name="p_int",unit="W"} 0.0102
chip_impl_metric{name="top_cell_area_share",unit="%"} 46.8
chip_impl_metric{name="grt_start_max_net_pins",unit=""} 127
chip_impl_metric{name="grt_pass1_wl",unit="µm"} 364000
chip_impl_metric{name="syn-instance-count",unit=""} 4998
chip_impl_metric{name="power.share.switching",unit="%"} 29.4
chip_impl_metric{name="synthesis.yosys.warnings",unit=""} 2
chip_impl_metric{name="syn2layout_area_growth",unit="%"} 13.4
chip_impl_info{name="main_flop_type_after_synthesis",value="dfrtp_1"} 1
chip_impl_metric{name="clock.latency.late_pin",unit="ns"} 0.75
chip_impl_metric{name="timing.critical_path.required",unit="ns"} 6.48
chip_impl_metric{name="detail_route.wirelength",unit="µm"} 261000
chip_impl_metric{name="fp-utilization",unit="%"} 40.3
chip_impl_info{name="setup.worst_path.class",value="primary input to output port"} 1
chip_impl_metric{name="htreeDepth",unit=""} 3
chip_impl_metric{name="synth-area-yosys",unit="µm²"} 53000
chip_impl_metric{name="worst_clock_skew_on_the_final_layout",unit="ns"} 0
chip_impl_metric{name="placeableCoreArea",unit="µm²"} 131000
chip_impl_info{name="run_status",value="completed"} 1
chip_impl_metric{name="drt-initial-drc-count",unit=""} 6875
chip_impl_metric{name="cts_hold_buffers",unit=""} 0
chip_impl_metric{name="hold_violations",unit=""} 0
chip_impl_metric{name="p_comb_share",unit="%"} 15.3
chip_impl_info{name="min_path_type",value="flip-flop to flip-flop"} 1
chip_impl_info{name="cts-root-buf",value="clkbuf_16"} 1
chip_impl_info{name="topCellsByArea",value="dfrtp_1, mux2_2, nand3_1, nand4_1, a22oi_1"} 1
chip_impl_metric{name="seq_power_share",unit="%"} 47.2
chip_impl_metric{name="tightestPinTransition",unit="ns"} 1.03
chip_impl_metric{name="drtPass1Iterations",unit=""} 9
chip_impl_info{name="largest_registers_in_the_final_layout",value="regs (992)"} 1
chip_impl_info{name="yosysTopAreaCell",value="dfrtp_1"} 1
chip_impl_metric{name="crit_arrival",unit="ns"} 5.61
chip_impl_metric{name="floorplan.die.height",unit="µm"} 366
chip_impl_metric{name="die_area",unit="µm²"} 134000
chip_impl_metric{name="synth-seq-area-share",unit="%"} 46.8
chip_impl_metric{name="antenna_violations_before_repair",unit=""} 22
chip_impl_metric{name="slew_viol_final",unit=""} 0
chip_impl_metric{name="placement_rows",unit=""} 133
chip_impl_info{name="final_layout_top_logic_cell",value="nand3_1"} 1
chip_impl_metric{name="detailroute.via_count",unit=""} 48430
chip_impl_metric{name="timing.max_cap.violations",unit=""} 0
chip_impl_metric{name="min_period_over_period",unit="%"} 89.3
chip_impl_info{name="grt_setup_unrepaired",value="no"} 1
==> cells by family after synthesis <==
family / count (synthesis) / share of synthesized area (%)
AND/OR/NAND/NOR: 1903 / 19.8
multiplexers: 1014 / 21.5
flip-flops: 992 / 46.8
buffers and inverters: 578 / 4.74
AND-OR/OR-AND: 511 / 7.13
==> path summary, 6_finish.rpt <==
path	startpoint	endpoint	slack (ns)	depth (start not counted)
max	rs1_addr[2]	rs1_data[9]	0.87	9
min	regs[16][8]	regs[16][8]	0.52	1
max reg2reg	regs[25][11]	regs[25][11]	7.19	1
min reg2reg	regs[16][8]	regs[16][8]	0.52	1
max in group asynchronous	rst_n	regs[6][22]	5.39	3
min in group asynchronous	rst_n	regs[14][12]	0.83	1
==> Yosys cell counts, types with 11 or more instances <==
cell type / count
a22o_1: 39
clkbuf_1: 278
o21ai_0: 11
nand3_1: 1134
and2_1: 23
a221o_1: 29
nor3_1: 24
nor2b_1: 14
nor4_1: 76
a22oi_1: 156
a31oi_1: 53
nand2_1: 57
and3_1: 132
a21oi_1: 107
dfrtp_1: 992
buf_2: 192
nor2_1: 36
nand4_1: 290
and4_1: 27
buf_1: 88
mux2i_1: 14
a222oi_1: 20
a2111oi_0: 33
and3b_1: 11
mux2_2: 998
==> power groups by stage <==
stage | Sequential (W) | Clock (W) | Combinational (W)
after CTS | 0.00677 | 0.00542 | 0.00215
after global routing | 0.00691 | 0.00561 | 0.00232
final | 0.00682 | 0.00542 | 0.00221
==> final cells by class <==
class,count,area (µm²)
Inverter,2,7.51
Clock inverter,49,667
Timing Repair Buffer,359,3170
Fill cell,12041,71400
Sequential cell,992,24800
Multi-Input combinational cell,3428,26000
Tap cell,1755,2200
Clock buffer,155,3180
Antenna cell,5,12.5
==> layer usage <==
metal / wire (µm) / global-route usage, % / vias to the layer above
li1: - / - / 18779
met5: 524 / 1.46 / -
met2: 102000 / 51.6 / 4278
met4: 20900 / 23.1 / 37
met1: 91600 / 51.0 / 24062
met3: 45400 / 23.8 / 1274
==> worst max-delay path, cell delays in order <==
cell	delay [ns]
buf_2	0.48
buf_4	0.46
and3b_2	0.81
and2_1	0.24
buf_4	0.30
a22oi_1	0.10
and4_1	0.24
a31oi_1	0.69
clkdlybuf4s50_1	0.61
==> metrics by stage <==
step	setup WS, ns	cells	power [W]	hold slack, ns
after floorplan	3.47	4998	0.00786	0.485
after global placement	1.17	6536	0.00895	0.505
after detailed placement	1.16	6536	0.00899	0.508
after CTS	1.16	6740	0.0144	0.521
after global routing	0.877	6741	0.0148	0.528
final	0.871	6745	0.0144	0.518
No activity file was given, so power comes from the tool's default toggle rates.
