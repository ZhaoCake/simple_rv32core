--- config.mk ---
export PLATFORM = sky130hd
export DESIGN_NAME = decode
export DESIGN_NICKNAME = decode
export VERILOG_FILES = /design/flow/design.v
export SDC_FILE = /design/flow/constraint.sdc
export NUM_CORES = 4
export LEC_CHECK = 1
export CORE_AREA = 10 10 139 139
export DIE_AREA = 0 0 149 149
--- constraint.sdc ---
current_design decode

set clk_period 12.7
set clk_io_pct 0.2

create_clock -name clk0 -period $clk_period

set non_clock_inputs [all_inputs -no_clocks]
set_input_delay [expr $clk_period * $clk_io_pct] -clock clk0 $non_clock_inputs
set_output_delay [expr $clk_period * $clk_io_pct] -clock clk0 [all_outputs]
--- design.v ---
module decode (
    input  wire        clk,           
    input  wire        rst_n,         
    input  wire [31:0] inst,          
    input  wire [31:0] pc,            
    output wire [ 4:0] rs1_addr,      
    output wire [ 4:0] rs2_addr,      
    input  wire [31:0] rs1_data,      
    input  wire [31:0] rs2_data,      
    output wire [ 4:0] rd_addr,       
    output reg  [ 3:0] alu_op,        
    output reg  [ 1:0] alu_src1_sel,  
    output reg  [ 1:0] alu_src2_sel,  
    output reg         mem_read,       
    output reg         mem_write,      
    output reg         reg_write,      
    output reg  [ 1:0] reg_src_sel,   
    output reg  [31:0] imm,           
    output reg         branch,         
    output reg         jump,           
    output wire [31:0] branch_target   
);
    wire [ 6:0] opcode = inst[ 6: 0];
    wire [ 2:0] funct3 = inst[14:12];
    wire [ 6:0] funct7 = inst[31:25];
    assign rs1_addr = inst[19:15];
    assign rs2_addr = inst[24:20];
    assign rd_addr  = inst[11: 7];
    wire is_r_type = (opcode == 7'b0110011);   
    wire is_i_type = (opcode == 7'b0010011) ||  
                     (opcode == 7'b0000011);     
    wire is_s_type = (opcode == 7'b0100011);    
    wire is_b_type = (opcode == 7'b1100011);    
    wire is_u_type = (opcode == 7'b0110111) ||  
                     (opcode == 7'b0010111);     
    wire is_j_type = (opcode == 7'b1101111) ||  
                     (opcode == 7'b1100111);     
    always @(*) begin
        case (1'b1)
            is_i_type: imm = {{20{inst[31]}}, inst[31:20]};
            is_s_type: imm = {{20{inst[31]}}, inst[31:25], inst[11:7]};
            is_b_type: imm = {{20{inst[31]}}, inst[7], inst[30:25], inst[11:8], 1'b0};
            is_u_type: imm = {inst[31:12], 12'b0};
            is_j_type: imm = {{12{inst[31]}}, inst[19:12], inst[20], inst[30:21], 1'b0};
            default:   imm = 32'b0;
        endcase
    end
    localparam ALU_ADD  = 4'b0000;
    localparam ALU_SUB  = 4'b0001;
    localparam ALU_AND  = 4'b0010;
    localparam ALU_OR   = 4'b0011;
    localparam ALU_XOR  = 4'b0100;
    localparam ALU_SLL  = 4'b0101;
    localparam ALU_SRL  = 4'b0110;
    localparam ALU_SRA  = 4'b0111;
    localparam ALU_SLT  = 4'b1000;
    localparam ALU_SLTU = 4'b1001;
    localparam ALU_SRC_REG  = 2'b00;   
    localparam ALU_SRC_IMM  = 2'b01;   
    localparam ALU_SRC_PC   = 2'b10;   
    localparam ALU_SRC_ZERO = 2'b11;   
    localparam REG_SRC_ALU  = 2'b00;   
    localparam REG_SRC_MEM  = 2'b01;   
    localparam REG_SRC_PC4  = 2'b10;   
    localparam REG_SRC_IMM  = 2'b11;   
    always @(*) begin
        alu_op       = ALU_ADD;
        alu_src1_sel = ALU_SRC_REG;
        alu_src2_sel = ALU_SRC_REG;
        mem_read     = 1'b0;
        mem_write    = 1'b0;
        reg_write    = 1'b0;
        reg_src_sel  = REG_SRC_ALU;
        branch       = 1'b0;
        jump         = 1'b0;
        case (1'b1)
            is_r_type: begin
                reg_write = 1'b1;
                case (funct3)
                    3'b000:  alu_op = (funct7[5]) ? ALU_SUB : ALU_ADD;
                    3'b001:  alu_op = ALU_SLL;
                    3'b010:  alu_op = ALU_SLT;
                    3'b011:  alu_op = ALU_SLTU;
                    3'b100:  alu_op = ALU_XOR;
                    3'b101:  alu_op = (funct7[5]) ? ALU_SRA : ALU_SRL;
                    3'b110:  alu_op = ALU_OR;
                    3'b111:  alu_op = ALU_AND;
                endcase
            end
            is_i_type: begin
                reg_write    = 1'b1;
                alu_src2_sel = ALU_SRC_IMM;
                if (opcode == 7'b0000011) begin   
                    mem_read     = 1'b1;
                    reg_src_sel  = REG_SRC_MEM;
                end else begin                    
                    case (funct3)
                        3'b000:  alu_op = ALU_ADD;
                        3'b001:  alu_op = ALU_SLL;
                        3'b010:  alu_op = ALU_SLT;
                        3'b011:  alu_op = ALU_SLTU;
                        3'b100:  alu_op = ALU_XOR;
                        3'b101:  alu_op = (funct7[5]) ? ALU_SRA : ALU_SRL;
                        3'b110:  alu_op = ALU_OR;
                        3'b111:  alu_op = ALU_AND;
                    endcase
                end
            end
            is_s_type: begin
                mem_write    = 1'b1;
                alu_src2_sel = ALU_SRC_IMM;
            end
            is_b_type: begin
                branch       = 1'b1;
                alu_op      = ALU_SUB;
            end
            is_u_type: begin
                reg_write    = 1'b1;
                if (opcode == 7'b0110111) begin   
                    alu_src1_sel = ALU_SRC_ZERO;
                    alu_src2_sel = ALU_SRC_IMM;
                end else begin                     
                    alu_src1_sel = ALU_SRC_PC;
                    alu_src2_sel = ALU_SRC_IMM;
                end
            end
            is_j_type: begin
                jump         = 1'b1;
                reg_write    = 1'b1;
                reg_src_sel  = REG_SRC_PC4;
                if (opcode == 7'b1100111) begin   
                    alu_src1_sel = ALU_SRC_REG;
                    alu_src2_sel = ALU_SRC_IMM;
                end else begin                     
                    alu_src1_sel = ALU_SRC_PC;
                    alu_src2_sel = ALU_SRC_IMM;
                end
            end
        endcase
    end
    assign branch_target = (opcode == 7'b1100111) ?  
                          (rs1_data + imm) & ~32'b1 :  
                          pc + imm;                    
endmodule 
--- run.sh ---
#!/bin/bash
# OpenROAD 26Q1-2900-gdf79404cd8, Yosys 0.63+post, stock flow scripts
make -C /OpenROAD-flow-scripts/flow DESIGN_CONFIG=/design/flow/config.mk WORK_HOME=/design/flow/orfs finish
==> flow report <==
YOSYS
----------------------------------------------------------------------------------
Area of the mapped netlist                                            0.00419 mm^2
FA/HA/MAJ Cells, Area Fraction                                               19.2%
Proportion of synthesized chip area in sequential cells                         0%
Combinational family with the most area after synthesis               AND-OR/OR-AND gates
Complex Gates by Area                                                        36.4%
Area share of xor/xnor cells in the synthesized design                       9.41%
Synth Area per Inst                                                      6.70 um^2
Simple-gate share of the synthesized area                                    26.8%
Cell count after synthesis                                                     625
Number of unique standard cell types used by synthesis                          70
Synth Warn #                                                                     1
Chip area estimate from yosys synthesis                               0.00419 mm^2
Mux cell area share after synthesis                                          1.67%
Yosys cell count                                                               625

GLOBAL ROUTING
----------------------------------------------------------------------------------
Overall Global Routing Usage                                                 16.0%
Via count of the first global-routing pass                                   5,167
Antenna violations before repair                                                 0
Gr ovfl total                                                                    0
Maximum number of pins on one net before global-route repair                    46
First-pass GRT wire length                                               28,800 um

FINAL LAYOUT
----------------------------------------------------------------------------------
Most common cell after layout, fill and taps aside                    sky130_fd_sc_hd__clkdlybuf4s50_1
Total area of sequential cells                                              0 um^2
Area growth, synth to finish                                                 47.4%
Clk_buf instances                                                                0
Most frequent logic cells in the routed design                        sky130_fd_sc_hd__clkdlybuf4s50_1, sky130_fd_sc_hd__a21oi_1, sky130_fd_sc_hd__nand2_1, sky130_fd_sc_hd__ha_1, sky130_fd_sc_hd__nor2_1
Share of final-layout standard cells stronger than drive strength 1          2.43%
Num sequential                                                                   0

STA
----------------------------------------------------------------------------------
Fraction of the cycle the final worst path needs                             82.9%
Final worst slack                                                          2.17 ns
Worst max-slew margin expressed relative to the limit                        40.7%
Setup repair after global routing missed its margin                          false
Final number of setup-violating endpoints                                        0
Maximum clock frequency                                                   95.0 MHz
Number of endpoints with negative hold slack in the final report                 0
Final critical-path required period                                       10.53 ns
Worst Hold Margin                                                          5.91 ns
Tightest Pin Transition                                                   0.881 ns
Aggregate negative setup slack                                                0 ns
Max Slew Vio Count                                                               0

WORST SETUP PATH
----------------------------------------------------------------------------------
Critical path capture point type                                        output pin
Required time of the critical path                                        10.16 ns
Worst Path Arrival                                                         7.99 ns
Kind of launch point of the worst setup path                          primary input
Maximum fanout along the worst path                                             11
Crit Path Class                                                       primary input to output pin

WORST HOLD PATH
----------------------------------------------------------------------------------
Hold-critical path endpoint                                            rs1_addr[0]
Worst hold start                                                          inst[15]
Path category of the worst min-delay check                            primary input to output pin
Number of stages on the worst hold path                                          2

PLACEMENT
----------------------------------------------------------------------------------
Routability congestion estimate                                              0.913
Final HPWL from detailed placement                                       15,800 um
Port-buffer cells                                                              189
Worst-case setup slack after placement                                     2.18 ns

POWER AND IR DROP
----------------------------------------------------------------------------------
Leakage component of the power                                             2.76 nW
Cell Pwr Density                                                      25.0 mW/mm^2
Worst ir drop on vdd                                                   0.0000126 V

CLOCKING
----------------------------------------------------------------------------------
Hold-fix buffers at CTS                                                          0
Setup Buffers After CTS                                                          0
CTS-repair resized insts                                                         0

ROUTING
----------------------------------------------------------------------------------
Pre-Repair DR Iteration Count                                                    5
Routed WL                                                                18,200 um
Vias per std cell                                                             5.11
Initial detailed-routing violation count                                       307
Average wire length per cell after detail routing                          18.2 um
Overall via count from detail_route                                          5,118
Total DRC errors in the routed layout                                            0
Antenna Cells                                                                    0
Detail Route Antenna Nets                                                        0

FLOORPLANNING
----------------------------------------------------------------------------------
Floorplan utilization                                                        25.4%
Total I/O pin count                                                            224
Core Rows                                                                       47
Total die size                                                         0.0222 mm^2
Placeable Area                                                         0.0165 mm^2
Vertical die size                                                           149 um
Die extent in x                                                             149 um

FLOW RUN
----------------------------------------------------------------------------------
Number of warnings the tools reported                                           66
Number of maximum-capacitance violations                                         0

STATUS
----------------------------------------------------------------------------------
Run status                                                            complete, no violations

-- cells in the mapped netlist, drive strengths merged (8+ instances only) --
cell / number / share of area [%]
buf: 24 / 4.1
xnor2: 22 / 4.6
nand2b: 8 / 1.2
nor3: 11 / 1.4
a31oi: 11 / 1.6
a21oi: 69 / 8.3
nand2: 65 / 5.8
o21bai: 8 / 1.4
inv: 13 / 1.2
o21ai: 54 / 6.5
ha: 61 / 18
nor2: 60 / 5.4
and3: 9 / 1.3
nand3: 17 / 2.0
clkbuf: 14 / 1.3
nor2b: 15 / 2.2
a21o: 31 / 5.7
xor2: 23 / 4.8
-- power by group --
part	internal, mW	total (mW)	switching (mW)
Sequential	0	0	0
Clock	0	0	0
Combinational	0.0868	0.154	0.0675
-- metrics by stage --
step | utilization, % | cell area [um^2] | power (mW) | std cells
floorplan | - | 4190 | 0.0752 | 625
global route | 37.5 | 6180 | 0.171 | 1001
global placement | 37.5 | 6180 | 0.155 | 1001
detailed placement | 37.5 | 6180 | 0.154 | 1001
CTS | 37.5 | 6180 | 0.155 | 1001
finish | 37.5 | 6180 | 0.154 | 1001
-- critical path: stages --
cell	delay, ns
sky130_fd_sc_hd__clkdlybuf4s50_1	0.64
sky130_fd_sc_hd__inv_1	0.11
sky130_fd_sc_hd__nor2_1	0.14
sky130_fd_sc_hd__nand3_1	0.24
sky130_fd_sc_hd__nor2_1	0.44
sky130_fd_sc_hd__a21boi_0	0.41
sky130_fd_sc_hd__o21ai_0	0.70
sky130_fd_sc_hd__ha_1	0.45
sky130_fd_sc_hd__a21oi_1	0.24
sky130_fd_sc_hd__nand2_1	0.10
sky130_fd_sc_hd__o221a_4	0.26
sky130_fd_sc_hd__nor3_2	0.25
sky130_fd_sc_hd__nor4b_1	0.12
sky130_fd_sc_hd__or4_1	0.48
sky130_fd_sc_hd__a31o_1	0.24
sky130_fd_sc_hd__xor2_1	0.13
sky130_fd_sc_hd__clkdlybuf4s50_1	0.49
-- per-layer routing --
metal | track usage (%) | vias up | share of wire (%) | wire length (um)
met5 | 0 | - | 0 | 0
met4 | 0.687 | 0 | 0.46 | 84
met1 | 21.9 | 2334 | 45 | 8250
met3 | 2.28 | 7 | 5.7 | 1040
met2 | 27.4 | 137 | 49 | 8850
li1 | - | 2640 | - | -
-- worst max-delay path by stage --
| stage | startpoint | to | slack (ns) |
|---|---|---|---|
| finish | inst[5] | branch_target[31] | 2.17 |
| global route | inst[0] | branch_target[31] | 1.61 |
| CTS | inst[5] | branch_target[29] | 2.16 |
-- cell type report --
| class | count | area [um^2] |
|---|---|---|
| Tap cell | 220 | 275 |
| Timing Repair Buffer | 194 | 1930 |
| Multi-Input combinational cell | 574 | 3920 |
| Inverter | 13 | 48.8 |
| Fill cell | 1767 | 10300 |
-- cells by family after synthesis --
logic type | count (synthesis)
AOI/OAI and AO/OA | 229
and+or+nand+nor | 229
adders and majority gates | 63
buffers and inverters | 51
xor gates and xnor gates | 45
muxes | 7
other | 1
No activity file was given, so power comes from the tool's default toggle rates.
