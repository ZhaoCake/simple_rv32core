### design/flow/constraint.sdc
current_design execute

set clk_period 26.8
set clk_io_pct 0.2

create_clock -name clk0 -period $clk_period

set non_clock_inputs [all_inputs -no_clocks]
set_input_delay [expr $clk_period * $clk_io_pct] -clock clk0 $non_clock_inputs
set_output_delay [expr $clk_period * $clk_io_pct] -clock clk0 [all_outputs]
### design/flow/run.sh
#!/bin/bash
# OpenROAD 26Q1-2900-gdf79404cd8, Yosys 0.63+post, stock flow scripts
make -C /OpenROAD-flow-scripts/flow DESIGN_CONFIG=/design/flow/config.mk WORK_HOME=/design/flow/orfs finish
### design/flow/design.v
module execute (
    input  wire        clk,           
    input  wire        rst_n,         
    input  wire [ 3:0] alu_op,        
    input  wire [ 1:0] alu_src1_sel,  
    input  wire [ 1:0] alu_src2_sel,  
    input  wire [31:0] rs1_data,      
    input  wire [31:0] rs2_data,      
    input  wire [31:0] imm,           
    input  wire [31:0] pc,            
    output reg  [31:0] alu_result,    
    input  wire        branch,        
    input  wire        jump,          
    input  wire [ 2:0] funct3,        
    output reg         branch_taken,  
    input  wire        mem_read,      
    input  wire        mem_write,     
    output wire [31:0] mem_addr,      
    output wire [31:0] mem_wdata      
);
    localparam ALU_ADD  = 4'b0000;
    localparam ALU_SUB  = 4'b0001;
    localparam ALU_AND  = 4'b0010;
    localparam ALU_OR   = 4'b0011;
    localparam ALU_XOR  = 4'b0100;
    localparam ALU_SLL  = 4'b0101;
    localparam ALU_SRL  = 4'b0110;
    localparam ALU_SRA  = 4'b0111;
    localparam ALU_SLT  = 4'b1000;
    localparam ALU_SLTU = 4'b1001;
    localparam ALU_SRC_REG  = 2'b00;   
    localparam ALU_SRC_IMM  = 2'b01;   
    localparam ALU_SRC_PC   = 2'b10;   
    localparam ALU_SRC_ZERO = 2'b11;   
    reg [31:0] alu_src1;
    reg [31:0] alu_src2;
    always @(*) begin
        case (alu_src1_sel)
            ALU_SRC_REG:  alu_src1 = rs1_data;
            ALU_SRC_PC:   alu_src1 = pc;
            ALU_SRC_ZERO: alu_src1 = 32'b0;
            default:      alu_src1 = rs1_data;
        endcase
        case (alu_src2_sel)
            ALU_SRC_REG:  alu_src2 = rs2_data;
            ALU_SRC_IMM:  alu_src2 = imm;
            default:      alu_src2 = rs2_data;
        endcase
    end
    wire [4:0] shamt = alu_src2[4:0];
    always @(*) begin
        case (alu_op)
            ALU_ADD:  alu_result = alu_src1 + alu_src2;
            ALU_SUB:  alu_result = alu_src1 - alu_src2;
            ALU_AND:  alu_result = alu_src1 & alu_src2;
            ALU_OR:   alu_result = alu_src1 | alu_src2;
            ALU_XOR:  alu_result = alu_src1 ^ alu_src2;
            ALU_SLL:  alu_result = alu_src1 << shamt;
            ALU_SRL:  alu_result = alu_src1 >> shamt;
            ALU_SRA:  alu_result = $signed(alu_src1) >>> shamt;
            ALU_SLT:  alu_result = {31'b0, $signed(alu_src1) < $signed(alu_src2)};
            ALU_SLTU: alu_result = {31'b0, alu_src1 < alu_src2};
            default:  alu_result = alu_src1 + alu_src2;
        endcase
    end
    wire equal  = (rs1_data == rs2_data);
    wire less   = $signed(rs1_data) < $signed(rs2_data);
    wire lessu  = rs1_data < rs2_data;
    always @(*) begin
        if (jump) begin
            branch_taken = 1'b1;
        end else if (branch) begin
            case (funct3)
                3'b000:  branch_taken = equal;            
                3'b001:  branch_taken = !equal;           
                3'b100:  branch_taken = less;             
                3'b101:  branch_taken = !less;            
                3'b110:  branch_taken = lessu;            
                3'b111:  branch_taken = !lessu;           
                default: branch_taken = 1'b0;
            endcase
        end else begin
            branch_taken = 1'b0;
        end
    end
    assign mem_addr  = alu_result;
    assign mem_wdata = rs2_data;
endmodule 
### design/flow/config.mk
export PLATFORM = sky130hd
export DESIGN_NAME = execute
export DESIGN_NICKNAME = execute
export VERILOG_FILES = /design/flow/design.v
export SDC_FILE = /design/flow/constraint.sdc
export NUM_CORES = 4
export LEC_CHECK = 1
export CORE_UTILIZATION = 40
==> results.ini <==
[grt]
grt_pass1_vias = 12100
track_usage = 0.385
grt_pass1_wl_mm = 78.8
grt_start_max_net_pins = 64
grt_overflow = 0
antenna_found_initial = 0

[die]
coreArea_mm2 = 0.0263
io_pins = 242
chipArea_mm2 = 0.0276
die_y_um = 166
fp.dieW_um = 166
rows = 59
initial_core_util = 0.410

[power_and_ir_drop]
leakagePower_nw = 5.52
powerDensity_mw_per_mm2 = 28.3
combinationalPowerShare = 1.000
pwr-share-seq = 0
internal_power_uw = 154
swShare = 0.574
design_power_total_uw = 362
max-vdd-ir-drop_uv = 15.4
p_clk_frac = 0
p_sw_uw = 208

[synth]
yosysCellCount = 1572
yosys_warnings = 1
most_common_cell = a21oi_1
yosysUniqueCellTypes = 93
ys_seq_frac = 0
synth_area_mm2 = 0.0108
synth_area_per_cell_um2 = 6.86
top_cell_area_share = 0.150
netlist_instances = 1572
largest_area_cell = ha_1
top_cells_by_count = 142 x a21oi_1, 136 x nand2_1, 129 x ha_1, 120 x nor2_1, 118 x mux2i_1
yosys_area_mm2 = 0.0108
topCellsByArea = ha_1 15%, mux2i_1 11%, a21oi_1 6.6%

[final_layout]
flop_area_um2 = 0
drive_above_1_share = 0.0816
flops = 0
n_clock_buffer = 0
comb_area_mm2 = 0.00929
synthToLayoutAreaGrowth_pct = 18.6
nFillCells = 2656
fin_util = 0.487

[routing]
drt-pass1-iter-count = 24
vias_per_cell = 6.42
num_antenna_cells = 0
routed_wl_mm = 53.6
drt-initial-drc-count = 1330
detail-route-antenna-nets = 0
drcViolationCount = 0
wl_per_cell_um = 26.8
vias = 12900

[setup_path]
path_cells = clkdlybuf4s50_1, nand2b_4, mux2i_4, buf_4, inv_1, buf_4, ha_1, a221oi_2, a21oi_1, or4_1, a41oi_2, a31oi_2, a2111oi_2, o21ai_1, nand4b_1, clkdlybuf4s50_1
cp-start-kind = primary input
slowest_delay_ps = 650
critPathMaxFanout = 63
cp.arrival_ps = 11080
cpLargestDelayFamily = buffers and inverters
path_class = in -> out
crit_buf_inv = 5
crit_required_ps = 21440
crit_slowest_cell = buf_4
cp-end-kind = output port

[job]
maxCapViolations = 0
tool_warnings = 101

[placement]
gp_congestion = 1.05
port_buffers = 238
hpwl_mm = 43.2

[cts]
holdBufCountCts = 0
post_cts_resized = 0
post_cts_buffers = 0

[worst_hold_path]
holdPathEnd = mem_wdata[22]
min_delay_path_depth = 2
hold_path_class = in -> out
hold_start = rs2_data[22]

[sta]
period_needed_ps = 16440
fin_tns_setup_ps = 0
max-slew-margin-rel = 0.364
slew_viol_final = 0
clock.fmax_mhz = 60.8
final_hold_viol_count = 0
tightest_slew_ps = 944
fin_crit_sh = 0.613
setup_viol = 0
rsz0062_at_grt = false

[outcome]
status = finished clean

==> power by group through the flow <==
stage | Sequential, mW | Combinational (mW) | Clock [mW]
after CTS | 0 | 0.354 | 0
after global routing | 0 | 0.387 | 0
final | 0 | 0.362 | 0
==> cells by family after synthesis <==
kind of cell	count (synthesis)	synth area share
compound gates	568	0.366
simple gates	404	0.174
buf+inv	300	0.141
mux	160	0.158
fa+ha+maj	131	0.153
xor+xnor	9	0.00731
==> metal layers <==
layer,share of wire,up-vias,global-route usage
met1,0.42,6061,0.545
met2,0.43,730,0.583
met3,0.095,96,0.0563
li1,-,5971,-
met4,0.050,0,0.167
met5,0,-,0
==> stage by stage <==
step | hold WS (ps) | instance area [µm²] | worst slack (ps) | std cells
floorplan | 10770 | 10800 | 12250 | 1572
global placement | 11570 | 12800 | 10470 | 2002
detailed placement | 11570 | 12800 | 10460 | 2002
CTS | 11570 | 12800 | 10450 | 2002
global route | 11590 | 12800 | 10130 | 2002
finish | 11570 | 12800 | 10360 | 2002
==> cells in the final DEF (no fill, tap or decap), types with 23 or more instances in the layout <==
master / netlist / routed
clkdlybuf4s50_1: 0 / 238
a21oi_1: 142 / 142
nand2_1: 136 / 136
ha_1: 129 / 129
nor2_1: 120 / 119
inv_1: 115 / 115
mux2i_1: 118 / 115
o21ai_0: 92 / 92
a211oi_1: 39 / 39
mux2_2: 33 / 35
nand3_1: 34 / 34
o211ai_1: 28 / 28
buf_4: 72 / 28
a21o_1: 26 / 26
a22oi_1: 23 / 23
==> area by class of cell <==
class                           instances  area share
Multi-Input combinational cell       1272       0.727
Inverter                              129      0.0379
Tap cell                              335      0.0328
Timing Repair Buffer                  266       0.203
==> worst max-delay path by stage <==
stage | start | to | slack (ps) | cells past startpoint
final | alu_src2_sel[1] | mem_addr[29] | 10360 | 16
after CTS | alu_src2_sel[1] | mem_addr[29] | 10450 | 16
after global routing | alu_src2_sel[1] | mem_addr[29] | 10130 | 16
No activity file was given, so power comes from the tool's default toggle rates.
